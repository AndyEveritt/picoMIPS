**./design.v**
```verilog
module mult #(parameter n = 8) (
    input signed [n-1:0] A,
    input signed [n-1:0] B,
    output signed [2*n-1:0] Out
    );
    assign Out = A * B;
endmodule
module adder #(parameter n = 8) (
    input signed [n-1:0] A,
    input signed [n-1:0] B,
    output logic [n-1:0] Out
    );
    logic [2*n-1:0] addOut, tmp;
    mult #(2*n) mul0(
        .A     ({A, B}),
        .B     ({7'b0, 1'b1, 7'b0, 1'b1}),
        .Out   ({tmp, addOut})
    );
    assign Out = addOut[2*n-1:n];
endmodule
module mult2s #(parameter n = 8) (
    input signed [n-1:0] A,
    input signed [n-1:0] B,
    output signed [n-1:0] Out
    );
    logic [2*n-1:0] TmpA, TmpB;
    logic [4*n-1:0] mulOut;
    assign TmpA = {{(n){A[n-1]}}, A};
    assign TmpB = {{(n){B[n-1]}}, B};
    assign mulOut = TmpA * TmpB;
    assign Out = mulOut[2*n-2:n-1];
endmodule
module mux2 #(parameter n = 8) (
    input signed [n-1:0] A,
    input signed [n-1:0] B,
    input select,
    output logic [n-1:0] Out
    );
    logic [2*n-1:0] addOut;
    assign addOut = ({A, B}) * ({7'b0, select, 7'b0, ~select});
    assign Out = addOut[2*n-1:n];
endmodule
module mux3 #(parameter n = 8) (
    input signed [n-1:0] A,
    input signed [n-1:0] B,
    input signed [n-1:0] C,
    input SelA, SelB, SelC,
    output logic [n-1:0] Out
    );
    logic [2*n-1:0] mul0Out, mul1Out;
    assign mul0Out = ({A               , B}) * ({7'b0, SelB, 7'b0,  SelA});
    assign mul1Out = ({mul0Out[2*n-1:n], C}) * ({7'b0, SelC, 7'b0, ~SelC});
    assign Out = mul1Out[2*n-1:n];
endmodule
module alu #(parameter n =8) (
   input clk,
   input Reset,  
   input logic [n-1:0] DataA, DataB,  
   input logic WriteEn,  
   input logic UseMul,  
   output logic [n-1:0] result  
);       
logic signed [n-1:0] TmpAdd, TmpMul, TmpOut;
adder adder0 (
   .A (DataA),
   .B (DataB),
   .Out (TmpAdd)
);
mult2s mult2s0 (
   .A (DataA),
   .B (DataB),
   .Out (TmpMul)
);
mux2 mux20 (
   .A (TmpAdd),
   .B (TmpMul),
   .select (UseMul),
   .Out (TmpOut)
);
always_ff @ (posedge clk or posedge Reset)
   if (Reset)
      result <= 8'b0;
   else if (WriteEn)
      result <= TmpOut;
endmodule  
```
**./run.sh**
```bash
#!/bin/bash
# OpenROAD 26Q1-2900-gdf79404cd8, Yosys 0.63+post, stock flow scripts
make -C /OpenROAD-flow-scripts/flow DESIGN_CONFIG=/design/flow/config.mk WORK_HOME=/design/flow/orfs finish
```
**./config.mk**
```make
export PLATFORM = sky130hd
export DESIGN_NAME = alu
export DESIGN_NICKNAME = alu
export VERILOG_FILES = /design/flow/design.v
export SDC_FILE = /design/flow/constraint.sdc
export NUM_CORES = 4
export LEC_CHECK = 1
export CORE_UTILIZATION = 30
```
**./constraint.sdc**
```tcl
current_design alu

set clk_period 1.0
set clk_io_pct 0.2

create_clock -name clk0 -period $clk_period [get_ports {clk}]

set non_clock_inputs [all_inputs -no_clocks]
set_input_delay [expr $clk_period * $clk_io_pct] -clock clk0 $non_clock_inputs
set_output_delay [expr $clk_period * $clk_io_pct] -clock clk0 [all_outputs]
```
==> run summary <==
Purpose: to document the outcome of synthesis and place and route.

Clocking
The master cell of the clock root buffer is clkbuf_16. Looking at the clock tree report, the H-tree level count equals 1. Clock-pin slew was measured on the worst setup and hold paths at 0.03 ns.

The clock passes through at most 2 buffers. The number of buffers created by CTS is 3. The count of clock tree sinks is 8. For the worst-skew pair, the clock arrives at the later sink with an insertion delay of 0.23 ns. TritonCTS built the clock tree.

The number of hold buffers added after CTS is 0.

Routing
For this block, the initial DRC count from the detailed router was 45. Dividing the detail-routed wire length by the instance count gives 12.3 um. The total iterations of the first detailed-routing run is 4. The vias per cell is about 4.4. The residual DRC count is 0. The final antenna diode tally reported by the flow is 0.

Detailed routing inserted a total of approximately 2,900 vias. Per the detailed-route log, wirelength across all metal layers totals 8250 um. Per the post-route antenna check, the number of violating nets is 0.

Critical path
The worst register-to-register path ends at result[7]. The nature of the critical path endpoint is a register. STA lists the startpoint of the worst register-to-register path as result[7]. For flop-to-flop paths, the worst setup slack is about 0.090 ns. The largest fanout of any net on the critical path is 5. The type of origin of the critical path is an input pin. The critical path data required time is 1.10 ns. STA shows the worst reg2reg path with a cell count of 4. The arrival time reported for the critical path endpoint is ~5.8 ns. In the setup report, the worst path falls into the class in -> reg.

Power
The report lists the power per cell area as 3410 nW/um2. The worst supply voltage drop on vdd is 4.06 mV. The static leakage power is 2.73 nW.

Timing
The final period utilization is 568%. Setup repair after global routing could not meet its margin everywhere. The final tally of max-slew violations is 0. Setup violations remaining at the end of the flow were counted as 8. The number of hold violations in the final report is 0. The timing-limited maximum frequency is 176 MHz.

The final worst-path setup slack is -4.68 ns. The minimum hold slack is 0.229 ns. The final timing report lists clock skew as 0 ns. The time the worst path needs with I/O delays and setup is between 5 and 6 ns. The setup total negative slack is -33.18 ns.

Synth
The synthesis report names the predominant flop master as dfrtp_1. The fraction of synthesis flops using an asynchronous set or reset pin is 100%. The post-synthesis adder-cell area fraction is 56.1%. In this run, the synthesized area fraction spent on xor and xnor cells is recorded as 8.02%. Summing the areas of all and, or, nand and nor instances in the mapped netlist gives 12.3% of the synthesized area. The post-synthesis instance total is 388. The register share after synthesis is 5.46%. In this run, distinct cell masters in the synthesized netlist total 32.

Of the total synthesized cell area, the portion taken by AND-OR and OR-AND cells is 6.31%. Each instance of the synthesized netlist takes up on average 9.45 um2. Counting flops with a built-in enable in the synthesized netlist gives 0.

For reference, the top logic cell family by area is adder cells. Before any placement, the netlist area is recorded as about 3700 um2. The post-synthesis sequential element count is 8.

The mux share of post-synthesis cell area is under 10%. Counting the warning lines in the Yosys log gives 1. Post-synthesis, Yosys gives the total cell area as 3670 um2. The cell count listed in synth_stat.txt is a little under 400.

Hold path
The most critical min-delay path falls under in -> async.

Die
The floorplan report gives the top-level pin count as 28. The fraction of the core area occupied by cells at floorplan is 30.7%. The die covers 12,700 um2.

The floorplan step set the die height to 113 um. According to the floorplan log, the row count is 40. The die boundary width is 113 um. The total area inside the core boundary comes to 12,000 um2.

Flow run
The OpenROAD warning count is 29. The count of max-cap constraint violations is 0.

Place
During placement, the flow inserted port buffers numbering 27. The global placement routability congestion is ~0.9. After legalization and detailed placement, the total HPWL measured between 7000 and 8000 um.

Global route
The number of global-route vias before repair is 3,155. The leftover overflow at the end of global routing is 0. The first global-routing pass estimated 14,600 um of wire. The number of antenna violations at the first check in global routing is 0. Entering global routing, the biggest net connects 11 pins. The global routing usage summed across all routing layers is 14.8%.

Cells and area
In the final layout, the registers with the most flip-flops are result x8. In the final layout, the share of cells above drive strength 1 is 39.4%. The register with the most flip-flops in the final layout is result. The register with the most flip-flops in the layout has 8 of them. The layout overhead on the synthesized area is 47.2%.

Run status
The flow ran to the end, but the final reports show violations. The checks that failed: setup timing.
==> placed cells by master (no fill, tap or decap), types with 3 or more instances in the layout <==
master / count
a21oi_1: 7
clkbuf_16: 3
o21ai_0: 3
nand2_4: 4
and2_1: 31
fa_2: 5
ha_2: 3
inv_2: 16
nor2_1: 6
clkdlybuf4s50_1: 3
conb_1: 3
nand2_1: 17
ha_4: 14
a21o_1: 6
o21a_1: 4
o21ai_2: 3
inv_1: 73
buf_6: 13
dlygate4sd2_1: 3
dfrtp_1: 8
mux2_4: 4
nand4_1: 3
and2_4: 7
a21oi_2: 8
xor2_1: 7
ha_1: 45
buf_4: 99
xnor2_1: 23
clkdlybuf4s15_1: 3
fa_1: 59
nor2b_1: 4
clkbuf_2: 7
==> synthesized netlist by cell type (3+ instances only) <==
library cell   n  share of area, %
ha_1          62                21
inv_1         89               9.1
nor2_1         8              0.82
a21oi_1       15               2.0
and2_1        36               6.1
fa_1          64                35
xor2_1         7               1.7
nor2b_1        4              0.68
xnor2_1       24               5.7
a21o_1         6               1.2
mux2_2         6               1.8
nand2_1       23               2.4
nand4_1        3              0.51
o21a_1         4              0.82
dfrtp_1        8               5.5
o21ai_0        7              0.96
==> report_power, final <==
| group | internal, mW | switching [mW] |
|---|---|---|
| Combinational | 9.14 | 7.99 |
| Sequential | 0.526 | 0.0834 |
| Clock | 0.514 | 0.137 |
==> worst max-delay path, stage by stage <==
cell and delay [ns]:
buf_2 0.14, buf_6 0.14, and2_1 0.17, fa_1 0.53, inv_1 0.05, fa_1 0.49
inv_1 0.05, fa_1 0.43, ha_1 0.31, fa_1 0.48, inv_1 0.07, fa_1 0.53
inv_2 0.05, ha_4 0.24, a21oi_2 0.19, o32ai_4 0.11, or2_4 0.29, a21oi_2 0.13
xor2_1 0.16, a21oi_1 0.09, ha_1 0.33, nand2_1 0.10, o21ai_2 0.09, o21a_1 0.12
o32ai_2 0.23, a31oi_1 0.07
==> metal layers <==
metal	part of all wire [%]	track usage (%)	wire length [um]
met1	51	23.4	4200
met3	3.1	1.82	255
met4	1.2	1.51	100
met5	0	0	0
met2	45	23.3	3690
==> layout make-up <==
| class | count | area [um2] |
|---|---|---|
| fill | 1082 | 6560 |
| inverter | 89 | 334 |
| tap | 147 | 184 |
| sequential | 8 | 200 |
| clock buffer | 3 | 75.1 |
| timing repair buffer | 132 | 1060 |
| multi-input combinational | 291 | 3550 |
==> cell families after synthesis <==
kind of cell	after synthesis
DFF	8
buffers and inverters	91
and+or+nand+nor	84
adders and majority gates	126
other	1
AOI/OAI and AO/OA	38
muxes	8
xor gates and xnor gates	32
==> metrics by stage <==
step           power, mW  setup slack (ns)  cell area [um2]  utilization [%]  instances
2_1_floorplan       11.3             -4.73             3880                -        390
3_3_place_gp        15.3             -5.38             4940             41.3        642
3_5_place_dp        15.4             -5.44             4940             41.3        642
4_1_cts             17.3             -4.72             5260             44.0        665
5_1_grt             20.0             -4.93             5400             45.1        670
6_report            18.4             -4.68             5400             45.1        670
==> repair_timing <==
action,4_1_cts,5_1_grt
gates resized,105,47
setup endpoints to repair,16,13
buffers inserted,20,8
pin swaps,44,28
==> how the worst max path moves through the flow <==
stage,endpoint,start,cells past startpoint,slack [ns]
after CTS,result[7],DataB[1],29,-4.72
after global routing,result[7],DataA[5],27,-4.93
final,result[7],DataA[4],26,-4.68
Power figures rest on the tool's default switching activity, not on a simulated workload.
