--- design.v ---
module regs #(parameter n = 8)	 
	(input logic clk, w,		 
	input logic [n-1:0] Wdata,	 
	input logic Raddr,			 
	output logic [n-1:0] Rdata	 
	);
	logic [n-1:0] gpr [1:0];
	initial
    for (int i = 0; i < 2; ++i)
        gpr[i] = 0;
	always @ (posedge clk)
	begin
		if (w)
            gpr[Raddr] <= Wdata;
		Rdata <= gpr[Raddr];
	end	
endmodule
--- run.sh ---
#!/bin/bash
# OpenROAD 26Q1-2900-gdf79404cd8, Yosys 0.63+post, stock flow scripts
make -C /OpenROAD-flow-scripts/flow DESIGN_CONFIG=/design/flow/config.mk WORK_HOME=/design/flow/orfs finish
--- constraint.sdc ---
current_design regs

set clk_period 1.5
set clk_io_pct 0.2

create_clock -name clk0 -period $clk_period [get_ports {clk}]

set non_clock_inputs [all_inputs -no_clocks]
set_input_delay [expr $clk_period * $clk_io_pct] -clock clk0 $non_clock_inputs
set_output_delay [expr $clk_period * $clk_io_pct] -clock clk0 [all_outputs]
--- config.mk ---
export PLATFORM = sky130hd
export DESIGN_NAME = regs
export DESIGN_NICKNAME = regs
export VERILOG_FILES = /design/flow/design.v
export SDC_FILE = /design/flow/constraint.sdc
export NUM_CORES = 4
export LEC_CHECK = 1
export CORE_AREA = 10 10 85 85
export DIE_AREA = 0 0 95 95
==> results.sh <==
# yosys + openroad results
export IMPL_slowest_delay_ns=0.47
export IMPL_slew_headroom=0.864
export IMPL_synth_distinct_cells=6
export IMPL_cts_tree="built"
export IMPL_intPower_uw=1200
export IMPL_grt_busiest_layer="met2"
export IMPL_setup_worst_path_start="Rdata[5]"
export IMPL_ys_seq_elements=24
export IMPL_pin_count=19
export IMPL_wl_um=1310
export IMPL_path_clk_slew_ns=0.08
export IMPL_cp_required_ns=1.20
export IMPL_crit_fanout=1
export IMPL_antenna_found_initial=0
export IMPL_cts_hold_buf=0
export IMPL_r2r_start="gpr[1][2]"
export IMPL_powerDensity_nw_per_um2=1260
export IMPL_post_cts_buffers=0
export IMPL_synth_stat_cells=35
export IMPL_cts_sinks=24
export IMPL_worst_clock_skew_ns=0.00309
export IMPL_die_w_um=95
export IMPL_chipArea_sq_um=9030
export IMPL_hold_path_class="reg2reg"
export IMPL_hold_violations=0
export IMPL_grtUsageMet2=0.0498
export IMPL_critPathCaptureType="output port"
export IMPL_ir_worst_vdd_uv=453
export IMPL_period_needed_ns=1.35
export IMPL_period_used=0.900
export IMPL_place_area_sq_um=1060
export IMPL_vias_per_cell=2.69
export IMPL_die_h_um=95
export IMPL_grtUsageTotal=0.0306
export IMPL_path_cells="clkdlybuf4s50_1"
export IMPL_slew_violations=0
export IMPL_initCoreUtil=0.144
export IMPL_vias=350
export IMPL_syn_area_sq_um=788
export IMPL_row_count=27
export IMPL_cts_root_buf="clkbuf_8"
export IMPL_wl_per_cell_um=10.0
export IMPL_first_iter_violations=16
export IMPL_final_cells=130
export IMPL_critPathSlowestCell="clkdlybuf4s50_1"
export IMPL_fin_tns_setup_ns=0
export IMPL_rsz0062_at_grt="no"
export IMPL_grt_pass1_wl_um=1990
export IMPL_postRouteAntennaNets=0
export IMPL_worst_slew_pin_slew_ns=0.204
export IMPL_area_delta_synth_final_pct=43.8
export IMPL_dr_pass1_iters=2
export IMPL_yosys_area_sq_um=788
export IMPL_avgSynthCellArea_sq_um=22.5
export IMPL_finalPower_uw=1430
export IMPL_clock_power_share=0.380
export IMPL_ys_warn_count=1
export IMPL_grt_pass1_vias=414
export IMPL_seqPwrFrac=0.538
export IMPL_cp_top_family="buffers and inverters"
export IMPL_switching_share=0.159
export IMPL_r2r_cells=1
export IMPL_max_freq_mhz=741
export IMPL_status="completed"
export IMPL_grt_overflow_total=0
export IMPL_power_switching_uw=227
export IMPL_fin_util=0.207
export IMPL_rrSetupSlack_ns=0.76
export IMPL_cp_depth=1
export IMPL_setup_viol_count_final=0
export IMPL_grtUsageMet1=0.0320
export IMPL_drive_above_1_share=0.276
export IMPL_finalInstanceArea_sq_um=1130
export IMPL_grt_start_max_net_pins=15
export IMPL_h_tree_depth=1
export IMPL_antenna_cells=0
export IMPL_met3_usage=0.0240
export IMPL_yosys_stat_seqShare=0.813
export IMPL_clock_latency_ns=0.26
export IMPL_p_comb_frac=0.082
export IMPL_coreArea_sq_um=5470
export IMPL_clk_path_buf_depth=2
export IMPL_syn_inst=35
export IMPL_cap_violations=0
export IMPL_dp_cells=126
export IMPL_warnings=25
export IMPL_numCtsBuffers=3
export IMPL_cp_start_kind="flip-flop"
export IMPL_leakage_uw=0.000407
export IMPL_io_buffers=18
export IMPL_r2r_end="Rdata[2]"
export IMPL_place_congestion=0.672
export IMPL_setup_worst_path_end="Rdata[5]"
export IMPL_path_buffers=1
export IMPL_arrival_ns=1.05
export IMPL_drc=0
export IMPL_worst_setup_path_type="reg2out"
export IMPL_post_cts_resized=0
layout make-up:
| cell class | count | area (sq um) |
|---|---|---|
| flip-flops and latches | 24 | 641 |
| clock buffers | 3 | 41.3 |
| fillers | 584 | 4340 |
| repair buffers | 20 | 195 |
| well taps | 72 | 90.1 |
| clock inverters | 1 | 30.0 |
| multi-input cells | 10 | 136 |
worst min-delay path by stage:
| stage | cells past startpoint | to | slack, ns | start |
|---|---|---|---|---|
| after CTS | 1 | Rdata[7] | 0.48 | gpr[0][7] |
| after global routing | 1 | Rdata[7] | 0.49 | gpr[0][7] |
| final | 1 | Rdata[7] | 0.47 | gpr[0][7] |
cell usage in the layout (no fill, tap or decap):
| master | n |
|---|---|
| mux2_4 | 8 |
| bufinv_16 | 1 |
| edfxtp_1 | 16 |
| and2b_2 | 1 |
| clkdlybuf4s50_1 | 18 |
| clkbuf_8 | 3 |
| buf_4 | 2 |
| dfxtp_1 | 8 |
| and2_2 | 1 |
flip-flops by register name, summed over array words and instances (netlist names):
signal,count
gpr,16
Rdata,8
per-stage QoR:
stage / hold slack (ns) / setup WS, ns
6_report: 0.475 / 0.151
5_1_grt: 0.489 / 0.0968
4_1_cts: 0.477 / 0.125
3_5_place_dp: 0.458 / 0.0846
3_3_place_gp: 0.457 / 0.0939
2_1_floorplan: 0.399 / 0.475
kinds of logic after synthesis:
logic type    count (synthesis)  share of synthesized area
simple gates                  2                     0.0206
mux                           8                      0.152
buf+inv                       1                     0.0143
flops                        24                      0.813
layer usage:
metal,share of wire,wire length (um),vias to the layer above
met5,0,0,-
met4,0,0,0
met3,0.12,151,0
met2,0.49,636,16
met1,0.40,518,159
li1,-,-,175
cell usage after synthesis:
cell type	n	area share
and2b_2	1	0.011
mux2_4	8	0.15
and2_2	1	0.0095
edfxtp_1	16	0.61
buf_6	1	0.014
dfxtp_1	8	0.20
power by group through the flow:
stage         Sequential [uW]  Clock (uW)  Combinational, uW
global route              775         596                126
finish                    769         542                117
CTS                       770         560                121
Power is estimated from default activity; no workload was simulated.
